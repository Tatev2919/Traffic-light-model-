<file path="run.sh">
#!/bin/bash
# OpenROAD 26Q1-2900-gdf79404cd8, Yosys 0.63+post, stock flow scripts
make -C /OpenROAD-flow-scripts/flow DESIGN_CONFIG=/design/flow/config.mk WORK_HOME=/design/flow/orfs finish
</file>
<file path="config.mk">
export PLATFORM = sky130hd
export DESIGN_NAME = top
export DESIGN_NICKNAME = top
export VERILOG_FILES = /design/flow/design.v
export SDC_FILE = /design/flow/constraint.sdc
export NUM_CORES = 4
export LEC_CHECK = 1
export CORE_UTILIZATION = 30
</file>
<file path="constraint.sdc">
current_design top

set clk_period 6.1
set clk_io_pct 0.2

create_clock -name clk0 -period $clk_period [get_ports {clk}]

set non_clock_inputs [all_inputs -no_clocks]
set_input_delay [expr $clk_period * $clk_io_pct] -clock clk0 $non_clock_inputs
set_output_delay [expr $clk_period * $clk_io_pct] -clock clk0 [all_outputs]
</file>
<file path="design.v">
module seg_display(
  input [7:0] dec_num,
  input en,
  output reg [6:0] out_num
);
  always @(*)
    begin
      if(!en) begin 
          case (dec_num)
            8'b00000000:out_num = 7'b1111011;
            8'b00000001:out_num = 7'b0110000;
            8'b00000010:out_num = 7'b1101101;
            8'b00000011:out_num = 7'b1111001;
            8'b00000100:out_num = 7'b0110011;
            8'b00000101:out_num = 7'b1011011;
            8'b00000110:out_num = 7'b1011111;
            8'b00000111:out_num = 7'b1110000;
            8'b00001000:out_num = 7'b1111111;
            8'b00001001:out_num = 7'b1111011;
 	    default: out_num = 7'b0;
          endcase
      end
      else
        out_num = 7'b0;
    end
endmodule 
module shift (
       output [7:0] out,
       input clk,
       input rst,
       input we,
       input in);
reg [7:0] g, out_r;
assign out = out_r; 
always@(posedge clk or posedge rst) begin
	if(rst)
	begin
		g <= 8'd0;
		out_r <= 8'd0;
	end
	else begin
	  if(we) begin
          	g <= (g >> 1);
          	g[7] <= in; 
	  end
	  else begin
	 	out_r <= g;
	  end
	end
end
endmodule
module timer(input clk,
             input rst,
             output reg out,
             output reg we,
             output reg rst_out);
reg [26:0] slow_clk;
reg [4:0] countsec;
reg [7:0] out_r;
wire en;
reg [3:0] cnt;  
assign en = (slow_clk == 27'd60);
always @ (posedge clk or posedge rst) begin 
      if (rst) begin 
          slow_clk <= 27'd60;
          rst_out <= 1'b1;
      end
      else begin 
        rst_out <= 1'b0;
        if (en) slow_clk <= 27'b0;
        else  slow_clk <= slow_clk + 27'b1;
      end
end
always @ (posedge clk or posedge rst) begin
    if(rst) begin 
      countsec <= 4'b0;
      out <= 1'b0;
      out_r <= 8'd9;
      we <= 1'b0;
      cnt <= 4'b0;
    end
    else begin 
        if (en) begin   
             countsec <= countsec + 4'b1;
          if (countsec == 4'd9) 
               countsec <= 4'b0;
          out_r <= (8'd9-countsec);
          we <= 1'b1;
          cnt <= 4'b0;
        end
        else begin 
            cnt <= cnt + 4'b1;
            out <= out_r[0];
            out_r <= (out_r >> 8'b1);
            if (cnt == 4'b1000) begin
                  we <= 1'b0;
                  cnt <= 4'b1000;
            end
       end
    end  
end
endmodule
module top(output [6:0] out,
           input clk,
           input rst,
           output reg red,yellow,green);
wire rst_out,we,out1;
reg rst_timer;
wire en;
wire [7:0] out_num;
reg [7:0] out_num_r; 
  timer u1(
    .clk(clk),
    .rst(rst_timer),
    .out(out1),
    .we(we),
    .rst_out(rst_out));
  shift s1(
    .clk(clk),
    .rst(rst_out),
    .we(we),
    .in(out1),
    .out(out_num)
  );
  seg_display d1(
    .dec_num(out_num),
    .en(rst_timer),
    .out_num(out)
  );
  parameter RED = 2'd0, 
    YELLOW1 = 2'd1,
    YELLOW2 = 2'd2,
    GREEN = 2'd3;
    reg [6:0] cnt; 
    reg [1:0] state;
    reg [1:0] next_state;
    reg counter; 
    assign en = (cnt == 7'd98);
  always @(posedge clk or posedge rst)
    begin
      if (rst) begin
    	  state <= RED;
      end
      else
          state <= next_state;
  end
  always @(posedge clk) begin 
    if(rst) begin 
    	out_num_r <= 8'b0;
    end
    else begin 
    	out_num_r <= out_num;
    end
  end
  always @(posedge clk ) begin 
    if( (state == YELLOW1) || (state == YELLOW2)) begin
		if(!en) begin 
              cnt <= cnt + 7'b1;
          end
          else 
              cnt <= 7'b0; 
      end
   end 
  always @(*)
    begin
      if(rst) begin
          rst_timer = 1'b1;
          next_state = RED;
      end
      else
        begin
            case(state)
              RED: begin
                rst_timer = 1'b0;
                if(out_num == 8'b0 && out_num != out_num_r) begin
                      next_state = YELLOW1; 	  
                end
	      else next_state = RED;
              end
              YELLOW1: begin
                rst_timer = 1'b1;
                if(en) begin 
                    next_state = GREEN;
                end
	      else next_state = YELLOW1;
              end
              YELLOW2: begin 
                rst_timer = 1'b1;
                if(en) begin 
                      next_state = RED; 
                end
		else next_state = YELLOW2;
              end 
              GREEN: begin
                rst_timer = 1'b0;
                if(out_num == 8'b0 &&  out_num != out_num_r) begin 
                    next_state = YELLOW2;
                end
		else next_state = GREEN;
	      end
              default:begin
                  rst_timer = 1'b0;
                  next_state = RED; 
              end	
            endcase
          end 
    end	
  always @(state) begin
    case(state)
      RED:    begin red=1; yellow=0; green=0; end
      YELLOW1:begin red=0; yellow=1; green=0; end
      YELLOW2:begin red=0; yellow=1; green=0; end
      GREEN:  begin red=0; yellow=0; green=1; end
      default:begin red=1; yellow=0; green=0; end
    endcase
  end
endmodule
</file>
==> results.md <==
| Quantity | Value | Unit |
|---|---|---|
| Outcome | completed | - |
| Worst Setup End Kind | output port | - |
| Maximum VDD drop | 0.128 | mV |
| Total congestion overflow | 0 | - |
| Antenna cell count | 0 | - |
| Routed length per instance | 11.1 | um |
| Final weighted congestion in routability-driven placement | 0.800 | - |
| Most area-hungry cell type in the Yosys netlist | sky130_fd_sc_hd__dfrtp_1 | - |
| Max Fanout on Critical Path | 48 | - |
| Yosys-reported design area after synthesis | 0.00386 | sq mm |
| Share of Yosys cell area claimed by the top area cell type | 38.2 | % |
| Final critical delay including setup and external delays | 4.54 | ns |
| Clock tree from TritonCTS | yes | - |
| Tightest hold margin | 0.306 | ns |
| Final Instance Count excl. Fillers | 550 | - |
| Number of failing setup endpoints in the final timing report | 0 | - |
| # DRC | 0 | - |
| Total via count after detailed routing | 2,430 | - |
| Vias per Instance | 4.42 | - |
| Unrepaired setup endpoints after global routing | no | - |
| Number of iterations in the first detailed-routing pass | 4 | - |
| Synth Warn # | 4 | - |
| Max-capacitance violation count | 0 | - |
| Largest net degree at the start of global routing | 49 | - |
| Standard cell core area | 0.0126 | sq mm |
| Crit-path max cell delay | 0.69 | ns |
| Fraction of the cycle the final worst path needs | 74.4 | % |
| Number of hold buffers added after cts | 0 | - |
| Fin. max-slew vios | 0 | - |
| Crit path launch type | input port | - |
| Area taken by flip-flops and latches | 0.00206 | sq mm |
| Avg Cell Area, Syn | 10.7 | sq um |
| Share of flip-flops with an asynchronous set or reset after synthesis | 81.7 | % |
| Area enclosed by the die boundary | 0.0133 | sq mm |
| Worst slack, placed | 1.53 | ns |
| Total power divided by cell area | 240 | mW/mm^2 |
| Cells after Synth | 360 | - |
| Root buffer cell | sky130_fd_sc_hd__clkbuf_16 | - |
| Ys flop type | sky130_fd_sc_hd__dfrtp_1 | - |
| Cell count in the Yosys report | 360 | - |
| Detailed Route WL | 6100 | um |
| Top logic cell by instance count in the layout | sky130_fd_sc_hd__dfrtp_1 | - |
| Post-Route Skew | 0.00449 | ns |
| Worst-path cell chain | clkdlybuf4s50_1 -> nor2_4 -> buf_4 -> nand2_1 -> nor2_1 -> clkdlybuf4s50_1 | - |
| Placed cell count | 534 | - |
| Fill cell instance count of the final layout | 1,225 | - |
| Via count of the first global-routing pass | 2,354 | - |
| Clock transition at the registers of the reported paths | 0.06 | ns |
| Slew of the pin with the lowest slew margin | 0.658 | ns |
| Synth Seq Share | 53.3 | % |
| Clock buffer count from CTS | 9 | - |
| CTS H-Tree Depth | 3 | - |
| Clock sink total | 82 | - |
| Final worst setup slack | 1.56 | ns |
| Total GRT Usage | 10.4 | % |
| Flops after synth | 82 | - |
| Init Core Util | 30.7 | % |
| WP data arrival | 3.32 | ns |
| Global-route wire length before repair | 11,100 | um |
| Longest Clk Path Bufs | 2 | - |
| HPWL after detailed placement | 4060 | um |
| Floorplan die width | 115 | um |
| Peak Freq | 220 | MHz |
| Violation count after the first detailed-routing iteration | 135 | - |
| Combinational Area | 0.00170 | sq mm |
| Leakage power summed over all cells | 2.07 | nW |
| Unique cell types | 47 | - |
| Total power consumption of the routed design | 1.06 | mW |
| Antenna violations before repair | 0 | - |
| Vertical die dimension | 115 | um |
| Clock latency of the later-clocked register in the worst-skew pair | 0.33 | ns |
| Synthesized cell area | 0.00386 | sq mm |
| Share of cells above drive strength 1 | 9.52 | % |
| Count of library flops with an enable pin | 7 | - |
| Hold Violations, Final | 0 | - |
| Library cell appearing most often on the critical path | sky130_fd_sc_hd__clkdlybuf4s50_1 | - |
| I/O pins | 12 | - |
| Kind of path behind the tightest hold check | register to asynchronous set/reset pin | - |
| Fin Setup TNS | 0 | ns |
| Layout overhead on the synthesized area | 14.8 | % |
| Post-CTS setup buffers | 0 | - |
| Slew headroom | 56.1 | % |
| Dominant logic cell types in the final layout | sky130_fd_sc_hd__dfrtp_1, sky130_fd_sc_hd__nand2_1, sky130_fd_sc_hd__nor2_1 | - |
| Antenna-violating nets left | 0 | - |
| OpenROAD warning count | 33 | - |
| Total number of placement rows | 41 | - |
| Resize count post-CTS | 0 | - |
| Input/output buffers | 11 | - |
| Worst setup path category | input port to output port | - |
| Largest cells by area after synthesis | sky130_fd_sc_hd__dfrtp_1, sky130_fd_sc_hd__dfstp_2, sky130_fd_sc_hd__edfxtp_1 | - |
| Required @ worst endpoint | 4.88 | ns |
| Cell with the largest stage delay on the worst path | sky130_fd_sc_hd__clkdlybuf4s50_1 | - |
## routing by layer
layer  vias up  wire, um  track usage [%]
met2        25      2780             16.4
met4         0        75             1.39
li1       1249         -                -
met5         -         0                0
met3         8       185             2.34
met1      1148      3060             15.5
## logic make-up (layout without fill, tap and decap cells)
group	Yosys count	after routing	synth area share, %
xor+xnor	40	40	9.08
buf+inv	27	45	2.92
fa+ha+maj	14	14	4.54
other cells	1	1	0.0972
mux	7	7	1.98
simple gates	158	158	22.9
compound gates	31	31	5.15
flops	82	82	53.3
## per-stage QoR
stage	area, sq um	utilization (%)
after floorplan	3860	-
after global placement	4160	33.1
after detailed placement	4160	33.1
after CTS	4430	35.3
after global routing	4430	35.3
final	4430	35.3
## synthesized netlist by cell type (2+ instances only)
library cell and n:
sky130_fd_sc_hd__o41ai_1 2, sky130_fd_sc_hd__nand2b_1 10, sky130_fd_sc_hd__ha_1 14, sky130_fd_sc_hd__nand2_1 47, sky130_fd_sc_hd__mux2i_1 2, sky130_fd_sc_hd__o21ai_1 4
sky130_fd_sc_hd__xor2_1 18, sky130_fd_sc_hd__and2_1 4, sky130_fd_sc_hd__nand4_1 5, sky130_fd_sc_hd__and4_1 5, sky130_fd_sc_hd__edfxtp_1 7, sky130_fd_sc_hd__dfxtp_1 8
sky130_fd_sc_hd__and3_1 10, sky130_fd_sc_hd__o32ai_1 3, sky130_fd_sc_hd__inv_1 16, sky130_fd_sc_hd__clkbuf_1 7, sky130_fd_sc_hd__nor4_4 3, sky130_fd_sc_hd__nor4_1 4
sky130_fd_sc_hd__dfstp_2 8, sky130_fd_sc_hd__a21oi_1 6, sky130_fd_sc_hd__o31ai_1 3, sky130_fd_sc_hd__mux2_1 5, sky130_fd_sc_hd__o21ai_0 8, sky130_fd_sc_hd__nor2b_1 9
sky130_fd_sc_hd__buf_2 3, sky130_fd_sc_hd__a21o_1 2, sky130_fd_sc_hd__nor2_1 28, sky130_fd_sc_hd__nor3_1 4, sky130_fd_sc_hd__dfrtp_1 59, sky130_fd_sc_hd__nand3_1 18
sky130_fd_sc_hd__xnor2_1 22
## registers in the layout (all words and copies together) (netlist names)
name	cells
out_num_r	8
u1.cnt	4
u1.countsec	5
u1.we	1
s1.g	8
u1.out_r	8
state	4
u1.out	1
cnt	7
s1.out_r	8
u1.rst_out	1
u1.slow_clk	27
## critical path, delay by kind of cell
| kind | cells | cell delay (ns) |
|---|---|---|
| buffers and inverters | 3 | 1.67 |
| and+or+nand+nor | 3 | 0.43 |
## report_power, final
part,leakage [nW],switching [mW],internal (mW)
clock,0.136,0.219,0.278
sequential,1.03,0.0000655,0.550
combinational,0.898,0.0114,0.00526
## path summary, 6_finish.rpt
path                                start  cells after the start           to  slack (ns)
min reg2reg                    u1.rst_out                      1      s1.g[2]        0.31
min in group clk0             u1.out_r[6]                      1  u1.out_r[5]        0.46
min                            u1.rst_out                      1      s1.g[2]        0.31
max                                   rst                      6       out[2]        1.56
max in group asynchronous             rst                      3        u1.we        3.87
max reg2reg                u1.slow_clk[0]                      6  u1.out_r[6]        3.88
## final cells by class
class / instances / area share, %
repair buffers: 13 / 2.82
multi-input cells: 251 / 38.3
well taps: 172 / 4.85
inverters: 16 / 1.35
clock buffers: 9 / 5.08
clock inverters: 7 / 1.19
flip-flops and latches: 82 / 46.4
No activity file was given, so power comes from the tool's default toggle rates.
